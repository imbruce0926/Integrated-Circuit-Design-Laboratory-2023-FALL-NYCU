==> ./design.v <==
module CC(
    clk,
    rst_n,
	in_valid,
	mode,
    xi,
    yi,
    out_valid,
	xo,
	yo
    );
input               clk, rst_n, in_valid;
input       [1:0]   mode;
input       [7:0]   xi, yi;  
output reg          out_valid;
output reg signed [7:0]   xo, yo;
parameter IDLE_op_0 = 3'd0;
parameter OUT_op_0 = 3'd1;
parameter IDLE_cal_0 = 3'd0;
parameter FIND_cal_0 = 3'd1;
reg cs_cal_0, cs_op_0, ns_cal_0, ns_op_0;
reg signed [7:0] input_x[0:3], input_y[0:3];
reg [1:0] input_cnt;
reg [1:0] input_mode;
reg mode0_valid, mode1_valid, mode2_valid;
reg signed [7:0] y; 
reg signed [9:0] x_cnt, y_cnt;
reg signed [7:0] left, right;
reg signed [7:0] left_op, right_op;
reg signed [7:0] left_temp, right_temp;
reg signed [8:0] left_delta_x, right_delta_x, left_delta_y, right_delta_y;
reg signed [6:0] left_delta_x_1, right_delta_x_1, left_delta_y_1, right_delta_y_1;  
reg signed [17:0] left_const, right_const;  
reg signed [11:0] left_const_1;  
reg signed [18:0] left_up, right_up;
reg left_p_n, right_p_n;
reg left_is_round, right_is_round;
always @(posedge clk or negedge rst_n) begin
    if(!rst_n) begin
        cs_cal_0 <= IDLE_cal_0;
        cs_op_0 <= IDLE_op_0;
    end
    else begin
        cs_cal_0 <= ns_cal_0;
        cs_op_0 <= ns_op_0;
    end
end
always @(*) begin: Next_State_Cal
    if(mode0_valid)  begin
        case(cs_cal_0)
            IDLE_cal_0: begin
                if((input_cnt == 3 || xo == right_op-1) && y <= input_y[0]) 
                    ns_cal_0 = FIND_cal_0;
                else if( ((right_op - left_op) == 1)) 
                    ns_cal_0 = FIND_cal_0;
                else begin
                    ns_cal_0 = IDLE_cal_0;
                end
            end
            FIND_cal_0: 
                ns_cal_0 = IDLE_cal_0;
        endcase
    end
    else
        ns_cal_0 = IDLE_cal_0;
end
always @(*) begin: Next_State_Op
    if(mode0_valid) begin
        case(cs_op_0)
            IDLE_op_0: begin
                case(cs_cal_0)
                    FIND_cal_0: ns_op_0 = OUT_op_0;
                    IDLE_cal_0: ns_op_0 = IDLE_cal_0;
                endcase       
            end
            OUT_op_0: 
                ns_op_0 = OUT_op_0;
        endcase
    end
    else
        ns_op_0 = IDLE_op_0;
end
always @(posedge clk or negedge rst_n) begin: Output_Coordinate
    if(!rst_n) begin
        left_op <= 0;
        right_op <= 0;
    end
    else if(mode0_valid) begin
        case(cs_cal_0)
            FIND_cal_0: begin
                left_op <= left;
                right_op <= right;
            end
        endcase
    end
    else if(!out_valid) begin
        left_op <= 0;
        right_op <= 0;
    end
end
always @(posedge clk or negedge rst_n) begin: X_Cnt
    if(!rst_n) 
        x_cnt <= 1;
    else if(!out_valid)  
        x_cnt <= 1;
    else if(mode0_valid) begin
        if(cs_cal_0 == FIND_cal_0)
            x_cnt <= 1;
        else if(cs_op_0 == OUT_op_0)
            x_cnt <= x_cnt +1;
    end
end
always @(*) begin: Y
    y = input_y[2] + y_cnt; 
end
always @(posedge clk or negedge rst_n) begin: Y_CNT
    if(!rst_n)
        y_cnt <= 0;
    else if(!out_valid)  
        y_cnt <= 0;
    else if(mode0_valid) begin
        if((input_cnt == 3  || xo == right_op-1) && y < input_y[0])
            y_cnt <= y_cnt + 1;
        else if(cs_cal_0 == IDLE_cal_0 && ((right_op - left_op) == 1))
            y_cnt <= y_cnt + 1;
    end
end
always @(*) begin: Calculate_Boundary 
    left_up = (left_const + left_delta_x * y);
    right_up = (right_const + right_delta_x * y);
    left_p_n = (left_up[18] ^ left_delta_y[8]); 
    right_p_n = (right_up[18] ^ right_delta_y[8]); 
    left_temp = left_up / left_delta_y;
    right_temp = right_up / right_delta_y;
    left_is_round = (left_delta_y * left_temp == left_up) ? 0 : 1;
    right_is_round = (right_delta_y * right_temp == right_up) ? 0 : 1;
    case({left_p_n, left_is_round})
        2'b11: left = left_temp - 1;
        default: left = left_temp;
    endcase
    case({right_p_n, right_is_round})
        2'b11: right = right_temp - 1;
        default: right = right_temp;
    endcase
end
always @(*) begin  
    left_delta_x = input_x[0] - input_x[2];
    left_delta_y = input_y[0] - input_y[2];
    right_delta_x = input_x[1] - input_x[3];
    right_delta_y = input_y[1] - input_y[3];
    left_const = left_delta_y * input_x[0] - left_delta_x * input_y[0];
    right_const = right_delta_y * input_x[1] - right_delta_x * input_y[1];
end
always @(*) begin  
    left_delta_x_1 = input_x[0] - input_x[1];
    left_delta_y_1 = input_y[0] - input_y[1];
    right_delta_x_1 = input_x[2] - input_x[3];
    right_delta_y_1 = input_y[2] - input_y[3];
    left_const_1 = left_delta_y_1 * input_x[0] - left_delta_x_1 * input_y[0];
end
reg signed [24:0] line, radius;  
reg signed [12:0] line_up;
reg [2:0] relation;
always @(*) begin
    line_up = (left_delta_y_1 * input_x[2] - left_delta_x_1 * input_y[2] - left_const_1);
    line = line_up * line_up;
    radius = ((right_delta_x_1 * right_delta_x_1) + (right_delta_y_1 * right_delta_y_1)) * ((left_delta_x_1 * left_delta_x_1) + (left_delta_y_1 * left_delta_y_1));
    if(line > radius)
        relation = 0;
    else if(line < radius)
        relation = 1;
    else
        relation = 2;
end
reg [15:0] area;
reg signed [15:0] delta_0, delta_1, delta_2, delta_3, delta_4, delta_5, delta_6, delta_7;
reg signed [16:0] temp_temp, temp;
always @(*) begin  
    delta_0 = (input_x[0] * input_y[1]);
    delta_1 = (input_x[1] * input_y[0]);
    delta_2 = (input_x[1] * input_y[2]);
    delta_3 = (input_x[2] * input_y[1]);
    delta_4 = (input_x[2] * input_y[3]);
    delta_5 = (input_x[3] * input_y[2]);
    delta_6 = (input_x[3] * input_y[0]);
    delta_7 = (input_x[0] * input_y[3]);
    temp = (delta_0 - delta_1) + (delta_2 - delta_3) + (delta_4 - delta_5) + (delta_6 - delta_7);
    if(temp < 0)
        temp_temp = -temp;
    else
         temp_temp = temp;
    area = (temp_temp) / 2;
end
always @(posedge clk or negedge rst_n) begin
    if(!rst_n)
        xo <= 0;
    else begin
        case(input_mode)
            2'd0: begin
                if(!mode0_valid)
                    xo <= 0;
                else if(cs_cal_0 == FIND_cal_0)
                    xo <= left;
                else
                    xo <= left_op + x_cnt;
            end
            2'd1: 
                xo <= 0;
            2'd2: 
                xo <= area[15:8];
        endcase
    end
end
always @(posedge clk or negedge rst_n) begin
    if(!rst_n)
        yo <= 0;
    else begin
        case(input_mode)
            2'd0: begin
                if(!mode0_valid)
                    yo <= 0;
                else if(cs_cal_0 == FIND_cal_0)
                    yo <= y;
                else if(!out_valid)  
                    yo <= 0;
            end
            2'd1: begin
                if(mode1_valid) begin
                    case(relation)
                        2'd0: yo <= 0;
                        2'd1: yo <= 1;
                        2'd2: yo <= 2;
                    endcase
                end
            end
            2'd2: 
                yo <= area[7:0];
        endcase
    end
end
always @(posedge clk or negedge rst_n) begin: Out_Valid
    if(!rst_n) 
        out_valid <= 0;
    else begin
        case(input_mode)
            2'd0: begin
                if(xo == input_x[1] && yo == input_y[1])
                    out_valid <= 0;
                else if(cs_cal_0 == FIND_cal_0)
                    out_valid <= 1;
            end
            2'd1: begin
                if(mode1_valid) begin
                    if(!out_valid)
                        out_valid <= 1;
                    else
                        out_valid <= 0;
                end
            end
            2'd2: begin
                if(mode2_valid) begin
                    if(!out_valid)
                        out_valid <= 1;
                    else
                        out_valid <= 0;
                end
            end
            default: begin
            end
        endcase
    end
end
always @(posedge clk or negedge rst_n) begin
    if(!rst_n) 
        input_cnt <= 0;
    else if(in_valid) 
        input_cnt <= input_cnt + 1;
    else if(!out_valid)  
        input_cnt <= 0;
end
always @(posedge clk or negedge rst_n) begin
    if(!rst_n) begin
        input_x[0] <= 0;
        input_y[0] <= 0;
        input_x[1] <= 0;
        input_y[1] <= 0;
        input_x[2] <= 0;
        input_y[2] <= 0;
        input_x[3] <= 0;
        input_y[3] <= 0;
    end
    else if(in_valid) begin
        input_x[input_cnt] <= xi;
        input_y[input_cnt] <= yi;
    end
end
always @(posedge clk or negedge rst_n) begin
    if(!rst_n) 
        input_mode <= 0;
    else if(in_valid) 
        input_mode <= mode;
end
always @(posedge clk or negedge rst_n) begin
    if(!rst_n)
        mode0_valid <= 0;
    else if(in_valid && input_cnt == 1) begin
        case(input_mode)
            2'd0: mode0_valid <= 1;
            2'd1: mode0_valid <= 0;
            2'd2: mode0_valid <= 0;
        endcase
    end
    else if(xo == input_x[1] && yo == input_y[1])
        mode0_valid <= 0;
end
always @(posedge clk or negedge rst_n) begin
    if(!rst_n)
        mode1_valid <= 0;
    else if(in_valid && input_cnt == 3) begin
        case(input_mode)
            2'd0: mode1_valid <= 0;
            2'd1: mode1_valid <= 1;
            2'd2: mode1_valid <= 0;
        endcase
    end
    else if(out_valid)
        mode1_valid <= 0;
end
always @(posedge clk or negedge rst_n) begin
    if(!rst_n)
        mode2_valid <= 0;
    else if(in_valid && input_cnt == 3) begin
        case(input_mode)
            2'd0: mode2_valid <= 0;
            2'd1: mode2_valid <= 0;
            2'd2: mode2_valid <= 1;
        endcase
    end
    else if(out_valid)
        mode2_valid <= 0;
end
endmodule 
==> ./run.sh <==
#!/bin/bash
# OpenROAD 26Q1-2900-gdf79404cd8, Yosys 0.63+post, stock flow scripts
make -C /OpenROAD-flow-scripts/flow DESIGN_CONFIG=/design/flow/config.mk WORK_HOME=/design/flow/orfs finish
==> ./config.mk <==
export PLATFORM = sky130hd
export DESIGN_NAME = CC
export DESIGN_NICKNAME = CC
export VERILOG_FILES = /design/flow/design.v
export SDC_FILE = /design/flow/constraint.sdc
export NUM_CORES = 4
export LEC_CHECK = 1
export CORE_UTILIZATION = 50
==> ./constraint.sdc <==
current_design CC

set clk_period 65.2
set clk_io_pct 0.2

create_clock -name clk0 -period $clk_period [get_ports {clk}]

set non_clock_inputs [all_inputs -no_clocks]
set_input_delay [expr $clk_period * $clk_io_pct] -clock clk0 $non_clock_inputs
set_output_delay [expr $clk_period * $clk_io_pct] -clock clk0 [all_outputs]
==> results_dict.tcl <==
# yosys + openroad results
set metrics [dict create \
    ys_seq_frac 0.0298 \
    utilization 0.532 \
    grt_max_degree 44 \
    timing.fmax_ghz 0.0173 \
    routed_via_density 5.46 \
    edf_count 0 \
    relSlewSlack 0.326 \
    post-route-min-period_ps 57740 \
    antenna_found_initial 12 \
    cts_hold_buf 0 \
    cts_sinks 122 \
    place_inst 14600 \
    cts_tree "yes" \
    detail-route-antenna-nets 0 \
    synth_flops 122 \
    fin_setup_tns_ps 0 \
    worst-endpoint-required_ps 65590 \
    synthFlopType "dfrtp_1" \
    critPathCaptureType "flip-flop" \
    root_buffer "clkbuf_16" \
    slowest_delay_ps 750 \
    worst_pin_slew_ps 1000 \
    die_h_um 455 \
    fp_util 0.505 \
    nFillCells 18400 \
    yosysWarnings 3 \
    path_class "reg2reg" \
    crit_buf_inv 19 \
    htreeDepth 4 \
    drt_iter0_drc 4142 \
    drv_slew 0 \
    io_buffers 37 \
    dp.final_hpwl_um 252000 \
    regArea_um2 3060 \
    postRouteWirelength_um 303000 \
    critPathTopFamily "AND-OR/OR-AND gates" \
    hold_viol 0 \
    vias 80100 \
    postCtsSetupBuffers 0 \
    combGateArea_um2 89500 \
    crit_path_frequent_cell "o21a_1" \
    ys_cells 11900 \
    setup_viol 0 \
    cp.arrival_ps 58130 \
    cts_buffer_depth 2 \
    syn_area_per_cell_um2 8.61 \
    hp-class "reg2reg" \
    critical_path.max_fanout 30 \
    synthCells 11900 \
    syn2layout_area_growth_pct 5.40 \
    ios 38 \
    coreArea_um2 203000 \
    warning_count 48 \
    cap_violations 0 \
    wl_per_cell_um 20.7 \
    finalNonFillerCells 14700 \
    firstDrtPassIters 6 \
    drc_errors 0 \
    critPathSlowestCell "or4b_2" \
    die_w_um 455 \
    ys_async_sr_fraction 1.00 \
    fp-row-count 165 \
    synthDistinctLibCells 123 \
    chipArea_um2 207000 \
    groute.usage.overall 0.324 \
    clk_latency_ps 490 \
    gp_congestion 0.986 \
    outcome "finished clean" \
    path_clk_slew_ps 80 \
    skew_ps 23.7 \
    cts_buffers 17 \
    grt.overflow.total 0 \
    grt_pass1_wl_um 482000 \
    ys_chip_area_um2 102000 \
    rsz0062_at_grt "no" \
    syn_area_um2 102000 \
    layout-drive-gt1-share 0.0494 \
    ctsResizeCount 0 \
    cp-start-kind "flip-flop" \
    grt_pass1_vias 83500 \
    fin_crit_sh 0.886 \
]
final timing paths:
kind	startpoint	end	slack, ps	depth (start not counted)
max	input_y[2][4]$_DFFE_PN0P_	xo[7]$_DFFE_PN0N_	7460	217
min	mode1_valid$_DFFE_PN0P_	mode1_valid$_DFFE_PN0P_	530	2
max reg2reg	input_y[2][4]$_DFFE_PN0P_	xo[7]$_DFFE_PN0N_	7460	217
min reg2reg	mode1_valid$_DFFE_PN0P_	mode1_valid$_DFFE_PN0P_	530	2
max in group asynchronous	rst_n	x_cnt[7]$_DFFE_PN0P_	50990	3
min in group asynchronous	rst_n	input_y[2][5]$_DFFE_PN0P_	12490	1
final cells by class:
type / count / area share
Multi-Input combinational cell: 9111 / 0.829
Inverter: 2404 / 0.0835
Tap cell: 2672 / 0.0310
Sequential cell: 122 / 0.0283
Timing Repair Buffer: 309 / 0.0223
Clock buffer: 17 / 0.00394
Clock inverter: 15 / 0.00189
Antenna cell: 6 / 0.000139
sequential cells by signal, summed over array words and instances (netlist names):
signal and count:
out_valid 1, left_op 8, input_cnt 2, yo 8, x_cnt 8, y_cnt 8
input_y 32, mode2_valid 1, mode1_valid 1, input_x 32, cs_cal_0 1, right_op 8
mode0_valid 1, cs_op_0 1, xo 8, input_mode 2
kinds of logic after synthesis:
kind of cell,synth area share
flops,0.0298
xor+xnor,0.0610
buf+inv,0.102
simple gates,0.151
fa+ha+maj,0.533
other cells,0.0000366
compound gates,0.105
mux,0.0180
stage by stage:
stage          cell area, µm²  hold WS, ps  setup WS [ps]
3_5_place_dp           107000          497           8240
3_3_place_gp           107000          482           9210
5_1_grt                108000          570           3020
6_report               108000          534           7460
4_1_cts                108000          535           8000
2_1_floorplan          103000          467          14380
metal layers:
layer	track usage	up-vias	part of all wire
met3	0.115	496	0.095
met5	0.0149	-	0.0012
li1	-	37700	-
met2	0.489	2740	0.45
met1	0.458	39100	0.41
met4	0.0893	17	0.037
cell usage in the layout (no fill, tap or decap), types with 61 or more instances in the layout:
| cell | netlist | final |
|---|---|---|
| and2_1 | 349 | 349 |
| nand2_1 | 1122 | 1122 |
| a21oi_1 | 366 | 366 |
| dfrtp_1 | 121 | 120 |
| xor2_1 | 189 | 187 |
| nand3_1 | 121 | 121 |
| conb_1 | 1 | 110 |
| fa_1 | 1946 | 1946 |
| a21o_1 | 146 | 146 |
| buf_4 | 2 | 272 |
| nor3_1 | 221 | 220 |
| o21ai_0 | 278 | 276 |
| o21bai_1 | 61 | 61 |
| xnor2_1 | 504 | 490 |
| or3_1 | 83 | 83 |
| o21a_1 | 191 | 191 |
| nor2b_1 | 99 | 99 |
| inv_1 | 2370 | 2370 |
| a31oi_1 | 70 | 70 |
| ha_1 | 1253 | 1252 |
| nor2_1 | 984 | 984 |
| nand2b_1 | 104 | 104 |
| mux2_2 | 124 | 124 |
worst reg2reg max path, delay by kind of cell, from the launching register on:
family	cells	cell delay, ps
adder cells (fa/ha/maj)	33	12490
multiplexers	6	2340
flip-flops	1	330
buffers and inverters	19	3580
AND-OR/OR-AND	118	27130
AND/OR/NAND/NOR	39	10840
XOR/XNOR	2	870
synthesized netlist by cell type (21+ instances only):
master    number  area, µm²
fa_1        1946      39000
nand2b_1     104        651
a21boi_0      21        158
and3_1        46        288
a21o_1       146       1100
a31oi_1       70        438
dfrtp_1      121       3030
a21oi_1      366       1830
nor3_1       221       1110
nor4_1        37        231
ha_1        1253      15700
o21ai_0      278       1390
mux2_2       124       1400
nand2_1     1122       4210
or2_2         45        282
inv_1       2370       8900
mux2i_1       43        430
or3_1         83        519
clkbuf_1     326       1220
o41ai_1       21        184
nor2b_1       99        619
xor2_1       189       1660
buf_1         27        101
o21a_1       191       1430
a211oi_1      37        278
nand3_1      121        606
o21bai_1      61        458
nand4_1       56        350
xnor2_1      504       4410
clkinv_1      26       97.6
nor2_1       984       3690
o211ai_1      46        345
and2_1       349       2180
o31ai_1       45        338
