**./run.sh**
```bash
#!/bin/bash
# OpenROAD 26Q1-2900-gdf79404cd8, Yosys 0.63+post, stock flow scripts
make -C /OpenROAD-flow-scripts/flow DESIGN_CONFIG=/design/flow/config.mk WORK_HOME=/design/flow/orfs finish
```
**./config.mk**
```make
export PLATFORM = sky130hd
export DESIGN_NAME = BRIDGE
export DESIGN_NICKNAME = BRIDGE
export VERILOG_FILES = /design/flow/design.v
export SDC_FILE = /design/flow/constraint.sdc
export NUM_CORES = 4
export LEC_CHECK = 1
export CORE_UTILIZATION = 30
```
**./constraint.sdc**
```tcl
current_design BRIDGE

set clk_period 13.3
set clk_io_pct 0.2

create_clock -name clk0 -period $clk_period [get_ports {clk}]

set non_clock_inputs [all_inputs -no_clocks]
set_input_delay [expr $clk_period * $clk_io_pct] -clock clk0 $non_clock_inputs
set_output_delay [expr $clk_period * $clk_io_pct] -clock clk0 [all_outputs]
```
**./design.v**
```verilog
module BRIDGE(
    clk,
    rst_n,
    in_valid,
    direction,
    addr_dram,
    addr_sd,
    out_valid,
    out_data,
    AR_VALID, AR_ADDR, R_READY, AW_VALID, AW_ADDR, W_VALID, W_DATA, B_READY,
	AR_READY, R_VALID, R_RESP, R_DATA, AW_READY, W_READY, B_VALID, B_RESP,
    MISO,
    MOSI
);
input clk, rst_n;
input in_valid;
input direction;
input [12:0] addr_dram;
input [15:0] addr_sd;
output reg out_valid;
output reg [7:0] out_data;
output reg [31:0] AW_ADDR;
output reg AW_VALID;
input AW_READY;
output reg W_VALID;
output reg [63:0] W_DATA;
input W_READY;
input B_VALID;
input [1:0] B_RESP;
output reg B_READY;
output reg [31:0] AR_ADDR;
output reg AR_VALID;
input AR_READY;
input [63:0] R_DATA;
input R_VALID;
input [1:0] R_RESP;
output reg R_READY;
input MISO;
output reg MOSI;
parameter IDLE = 0;
parameter INPUT = 1;
parameter SD_READ_CMD = 2;
parameter SD_READ_RES_0 = 3;
parameter SD_READ_RES_1 = 4;
parameter SD_READ_DATA = 5;
parameter SD_WRITE_CMD = 6;
parameter SD_WRITE_RES_DATA = 7;
parameter SD_WRITE_BUSY_0 = 8;
parameter SD_WRITE_BUSY_1 = 9;
parameter SD_WRITE_BUSY_2 = 10;
parameter SD_WRITE_BUSY_3 = 11;
parameter SD_WRITE_BUSY_4 = 12;
parameter DRAM_READ = 13;
parameter DRAM_WRITE = 14;
parameter GO_OUTPUT = 15;
parameter OUTPUT = 16;
reg dir;
reg [12:0] address_dram;
reg [31:0] address_sd;
reg [4:0] c_state, n_state;
reg [6:0] CRC_7;
reg [15:0] CRC_16, CRC_16_DFF;
reg [63:0] data;
reg [5:0] command;
reg [47:0] CMD;
reg [5:0] cnt_CMD;
reg [6:0] cnt_DATA;
reg [6:0] cnt_RES_DATA;
reg [2:0] cnt_OUTPUT;
reg [7:0] FE;
always @(posedge clk or negedge rst_n) begin
    if(!rst_n) 
        c_state <= IDLE;
    else 
        c_state <= n_state;
end
always @(*) begin
    case (c_state)
        IDLE: begin
            case(in_valid)
                1'b0: n_state = c_state;
                1'b1: n_state = INPUT;
            endcase
        end
        INPUT: begin
            if(!CMD)
                n_state = c_state;
            else begin
                case(dir)
                    1'b0: n_state = DRAM_READ;
                    1'b1: n_state = SD_READ_CMD;
                endcase
            end
        end 
        SD_READ_CMD: begin
            case(MISO)
                1'b0: n_state = SD_READ_RES_0;
                1'b1: n_state = c_state;
            endcase
        end 
        SD_READ_RES_0: begin
            case(MISO)
                1'b0: n_state = c_state;
                1'b1: n_state = SD_READ_RES_1;
            endcase
        end
        SD_READ_RES_1: begin
            case(MISO)
                1'b0: n_state = SD_READ_DATA;
                1'b1: n_state = c_state;
            endcase
        end  
        SD_READ_DATA: begin
            if(cnt_DATA == 81)
                n_state = DRAM_WRITE;
            else
                n_state = c_state;
        end 
        SD_WRITE_CMD: begin
            case(MISO)
                1'b0: n_state = SD_WRITE_RES_DATA;
                1'b1: n_state = c_state;
            endcase
        end
        SD_WRITE_RES_DATA: begin
            if(cnt_RES_DATA == 103)
                n_state = SD_WRITE_BUSY_0;
            else
                n_state = c_state;
        end  
        SD_WRITE_BUSY_0: begin
            case(MISO)
                1'b0: n_state = c_state;
                1'b1: n_state = SD_WRITE_BUSY_1;
            endcase
        end 
        SD_WRITE_BUSY_1: begin
            case(MISO)
                1'b0: n_state = SD_WRITE_BUSY_2;
                1'b1: n_state = c_state;
            endcase
        end 
        SD_WRITE_BUSY_2: begin
            case(MISO)
                1'b0: n_state = SD_WRITE_BUSY_3;
                1'b1: n_state = GO_OUTPUT;
            endcase
        end 
        SD_WRITE_BUSY_3: begin
            case(MISO)
                1'b0: n_state = SD_WRITE_BUSY_4;
                1'b1: n_state = c_state;
            endcase
        end 
        SD_WRITE_BUSY_4: begin
            case(MISO)
                1'b0: n_state = c_state;
                1'b1: n_state = OUTPUT;
            endcase
        end 
        DRAM_READ: begin
            case(R_VALID)
                1'b0: n_state = c_state;
                1'b1: n_state = SD_WRITE_CMD;
            endcase
        end 
        DRAM_WRITE: begin
            if(W_VALID == 1 && B_READY == 1 && B_VALID == 1)
                n_state = OUTPUT;
            else
                n_state = c_state;
        end 
        GO_OUTPUT: begin
            case(MISO)
                1'b0: n_state = SD_WRITE_BUSY_3;
                1'b1: n_state = OUTPUT;
            endcase
        end
        OUTPUT: begin
            if(cnt_OUTPUT == 7)
                n_state = IDLE;
            else
                n_state = c_state;
        end
        default:
            n_state = c_state;
    endcase
end
always @(posedge clk or negedge rst_n) begin
    if(!rst_n) 
        AR_VALID <= 0;
    else begin
        if(c_state == INPUT && n_state == DRAM_READ) 
            AR_VALID <= 1;
        else if(n_state == DRAM_READ) begin
            if(AR_READY == 1) 
                AR_VALID <= 0;
        end
    end
end
always @(posedge clk or negedge rst_n) begin
    if(!rst_n) 
        AR_ADDR <= 0;
    else begin
        if(c_state == INPUT && n_state == DRAM_READ) 
            AR_ADDR <= address_dram;
        else if(n_state == DRAM_READ) begin
            if(AR_READY == 1) 
                AR_ADDR <= 0;
        end
    end
end
always @(posedge clk or negedge rst_n) begin
    if(!rst_n) 
        R_READY <= 0;
    else begin
        if(n_state == DRAM_READ) begin
            if(AR_READY == 1) 
                R_READY <= 1;
        end
        else if(c_state == DRAM_READ) begin
            if(R_VALID)
                R_READY <= 0;
        end
    end
end
always @(posedge clk or negedge rst_n) begin
    if(!rst_n) 
        AW_ADDR <= 0;
    else begin
        if(c_state == SD_READ_DATA && n_state == DRAM_WRITE) 
            AW_ADDR <= address_dram;
        else if(n_state == DRAM_WRITE || c_state == DRAM_WRITE) begin
            if(AW_READY == 1) 
                AW_ADDR <= 0;
        end
    end
end
always @(posedge clk or negedge rst_n) begin
    if(!rst_n) 
        AW_VALID <= 0;
    else begin
        if(c_state == SD_READ_DATA && n_state == DRAM_WRITE) 
            AW_VALID <= 1;
        else if(n_state == DRAM_WRITE || c_state == DRAM_WRITE) begin
            if(AW_READY == 1) 
                AW_VALID <= 0;
        end
    end
end
always @(posedge clk or negedge rst_n) begin
    if(!rst_n) 
        W_DATA <= 0;
    else begin
        if(n_state == DRAM_WRITE || c_state == DRAM_WRITE) begin
            if(AW_READY == 1) 
                W_DATA <= data;
        end
    end
end
always @(posedge clk or negedge rst_n) begin
    if(!rst_n) 
        W_VALID <= 0;
    else begin
        if(n_state == DRAM_WRITE || c_state == DRAM_WRITE) begin
            if(AW_READY == 1) 
                W_VALID <= 1;
            if(B_VALID == 1) 
                W_VALID <= 0;
        end
    end
end
always @(posedge clk or negedge rst_n) begin
    if(!rst_n) 
        B_READY <= 0;
    else begin
        if(n_state == DRAM_WRITE || c_state == DRAM_WRITE) begin
            if(AW_READY == 1) 
                B_READY <= 1;
            if(B_VALID == 1) 
                B_READY <= 0;
        end
    end
end
always @(posedge clk or negedge rst_n) begin
    if(!rst_n)
        MOSI <= 1;
    else begin
        if(n_state == SD_READ_CMD || n_state == SD_WRITE_CMD) begin
            if(cnt_CMD < 48) 
                MOSI <= CMD[47];
            else
                MOSI <= 1;
        end
        else if(n_state == SD_WRITE_RES_DATA) begin
            if(cnt_RES_DATA >= 15 && cnt_RES_DATA <= 22) begin
                MOSI <= FE[7];
            end
            else if(cnt_RES_DATA >= 23 && cnt_RES_DATA <= 86) begin
                MOSI <= data[63];
            end
            else if(cnt_RES_DATA >= 87 && cnt_RES_DATA <= 102) begin
                MOSI <= CRC_16_DFF[15];
            end
            else
                MOSI <= 1;
        end
        else
            MOSI <= 1;
    end
end
always @(posedge clk or negedge rst_n) begin
    if(!rst_n) 
        FE <= 0;
    else if(n_state == SD_WRITE_RES_DATA && c_state == SD_WRITE_CMD) 
        FE <= 8'b11111110;
    else if(n_state == SD_WRITE_RES_DATA) begin
        if(cnt_RES_DATA >= 15 && cnt_RES_DATA <= 22) 
            FE <= FE << 1;
    end
end
always @(posedge clk or negedge rst_n) begin
    if(!rst_n) 
        CRC_16_DFF <= 0;
    else if(n_state == SD_WRITE_RES_DATA && c_state == SD_WRITE_CMD)
        CRC_16_DFF <= CRC_16;
    else if(n_state == SD_WRITE_RES_DATA) begin
        if(cnt_RES_DATA >= 87 && cnt_RES_DATA <= 102) 
            CRC_16_DFF <= CRC_16_DFF << 1;
    end
end
always @(*) begin
    CRC_7 = CRC7({2'b01, command, address_sd});
    CRC_16 = CRC16_CCITT(data);
end
always @(*) begin
    if(dir == 0)
        command <= 24;
    else
        command <= 17;
end
always @(posedge clk or negedge rst_n) begin
    if(!rst_n)
        CMD <= 0;
    else begin
        if(n_state == SD_READ_CMD || n_state == SD_WRITE_CMD) begin
            if(cnt_CMD <= 48) 
                CMD <= CMD << 1;
        end
        else if(c_state == INPUT) 
            CMD <= {2'b01, command, address_sd, CRC_7, 1'b1};
        else if(n_state == IDLE)
            CMD <= 0;
    end
end
always @(posedge clk or negedge rst_n) begin
    if(!rst_n)
        data <= 0;
    else begin
        if(n_state == SD_READ_DATA) begin
            if(cnt_DATA <= 64)
                data <= {data[62:0], MISO};
        end
        else if(c_state == DRAM_READ) begin
            if(R_VALID == 1) 
                data <= R_DATA;
        end
        else if(n_state == SD_WRITE_RES_DATA) begin
            if(cnt_RES_DATA >= 23 && cnt_RES_DATA <= 86) 
                data <= {data[62:0], data[63]};
        end
    end
end
always @(posedge clk or negedge rst_n) begin
    if(!rst_n)
        cnt_DATA <= 0;
    else begin
        if(n_state == SD_READ_DATA)
            cnt_DATA <= cnt_DATA + 1;
        else
            cnt_DATA <= 0;
    end
end
always @(posedge clk or negedge rst_n) begin
    if(!rst_n)
        cnt_CMD <= 0;
    else begin
        if((n_state == SD_READ_CMD || n_state == SD_WRITE_CMD) && cnt_CMD < 48)
            cnt_CMD <= cnt_CMD + 1;
        else if((n_state == SD_READ_CMD || n_state == SD_WRITE_CMD) && cnt_CMD == 48)
            cnt_CMD <= cnt_CMD;
        else
            cnt_CMD <= 0;
    end
end
always @(posedge clk or negedge rst_n) begin
    if(!rst_n)
        cnt_RES_DATA <= 0;
    else begin
        if(n_state == SD_WRITE_RES_DATA && cnt_RES_DATA < 103)
            cnt_RES_DATA <= cnt_RES_DATA + 1;
        else
            cnt_RES_DATA <= 0;
    end
end
always @(posedge clk or negedge rst_n) begin
    if(!rst_n)
        cnt_OUTPUT <= 0;
    else begin
        if(c_state == OUTPUT)
            cnt_OUTPUT <= cnt_OUTPUT + 1;
        else
            cnt_OUTPUT <= 0;
    end
end
always @(posedge clk or negedge rst_n) begin
    if(!rst_n) begin
        dir <= 0;
        address_dram <= 0;
        address_sd <= 0;
    end
    else if(in_valid) begin
        dir <= direction;
        address_dram <= addr_dram;
        address_sd <= addr_sd;
    end
end
always @(posedge clk or negedge rst_n) begin
    if(!rst_n) begin
        out_valid <= 0;
        out_data <= 0;
    end
    else begin
        if(c_state == OUTPUT) begin
            out_valid <= 1;
            case(cnt_OUTPUT)
                0: out_data <= data[63:56];
                1: out_data <= data[55:48];
                2: out_data <= data[47:40];
                3: out_data <= data[39:32];
                4: out_data <= data[31:24];
                5: out_data <= data[23:16];
                6: out_data <= data[15:8];
                7: out_data <= data[7:0];
            endcase
        end
        else begin
            out_valid <= 0;
            out_data <= 0;
        end
    end
end
function automatic [6:0] CRC7;   
    input [39:0] data;   
    reg [6:0] crc;
    integer i;
    reg data_in, data_out;
    parameter polynomial = 7'h9;   
    begin
        crc = 7'd0;
        for (i = 0; i < 40; i = i + 1) begin
            data_in = data[39-i];
            data_out = crc[6];
            crc = crc << 1;   
            if (data_in ^ data_out) begin
                crc = crc ^ polynomial;
            end
        end
        CRC7 = crc;
    end
endfunction
function automatic [15:0] CRC16_CCITT;
    input [63:0] data;   
    reg [15:0] crc;
    integer i;
    reg data_in, data_out;
    parameter polynomial = 16'h1021;   
    begin
        crc = 16'd0;
        for (i = 0; i < 64; i = i + 1) begin
            data_in = data[63-i];
            data_out = crc[15];
            crc = crc << 1;   
            if (data_in ^ data_out) begin
                crc = crc ^ polynomial;
            end
        end
        CRC16_CCITT = crc;
    end
endfunction
endmodule
```
==> flow_metrics.tcl <==
# yosys + openroad results
set metrics [dict create \
    io_buffers 206 \
    fin_util_pct 37.7 \
    status "complete, no violations" \
    tool_warnings 38 \
    tns_ns 0 \
    drt_wl_total_um 43800 \
    vias_per_cell 4.90 \
    critPathCaptureType "register" \
    comb_area_mm2 0.00829 \
    routed-via-count 11700 \
    grt_pass1_wl_um 67800 \
    slew_viol_final 0 \
    coreArea_mm2 0.0542 \
    ys_seq_share_pct 46.6 \
    async_reset_ff_share_pct 100 \
    arrival_ns 6.75 \
    crit_type "primary input to register" \
    gp_congestion 0.892 \
    syn_inst 1507 \
    initialDrtViolationCount 803 \
    fmax_mhz 158 \
    yosysWarningCount 1 \
    crit_required_ns 13.73 \
    antenna_found_initial 1 \
    drcViolationCount 0 \
    synth-edff-count 0 \
    antenna_cells_inserted 0 \
    ant_nets 0 \
    chip_area_mm2 0.0563 \
    worst_pin_slew_ns 0.990 \
    clk_latency_ns 0.55 \
    r2r_slack_ns 8.64 \
    numCtsBuffers 38 \
    holdBufCountCts 0 \
    min_period_over_period_pct 47.6 \
    finalClockSkew_ns 0.0256 \
    maxCapViolations 0 \
    grt_setup_unrepaired "false" \
    drt-wirelength-per-cell_um 18.3 \
    die_y_um 237 \
    ys_area_mm2 0.0166 \
    cts_htree_levels 2 \
    area_growth_pct 23.1 \
    clockBufferDepth 3 \
    cts_root_buf "clkbuf_16" \
    fillers 5152 \
    synth_flops 309 \
    grt_pass1_vias 11500 \
    flop_cell "dfrtp_1" \
    io_pins 250 \
    cts.sinks 309 \
    final-hold-violation-count 0 \
    period_needed_ns 6.33 \
    holdCritPathClass "register to register" \
    row_count 85 \
    max-slew-margin-rel_pct 33.4 \
    path_clk_slew_ns 0.06 \
    synth_area_mm2 0.0166 \
    synth_cell_types 68 \
    dr.pass1.iters 7 \
    drive_gt1_share_pct 11.8 \
    hold_ws_ns 0.474 \
    seq_area_mm2 0.00774 \
    synth-cells-yosys 1507 \
    grt_max_degree 69 \
    avgSynthCellArea_um2 11.0 \
    cts_resized 0 \
    path_max_fanout 46 \
    grtUsageTotal_pct 16.0 \
    initial_utilization_pct 30.6 \
    hpwlAfterDp_um 31100 \
    cts_tree "built" \
    post_cts_buffers 0 \
    critPathLaunchType "primary input" \
    overflow 0 \
    dieWidth_um 237 \
    setup_viol 0 \
]
## logic make-up (layout without fill, tap and decap cells)
group / count (synthesis) / count (layout) / share of synthesized area [%]
and+or+nand+nor: 396 / 396 / 10.5
DFF: 309 / 309 / 46.6
AOI/OAI and AO/OA: 255 / 255 / 9.66
xor gates and xnor gates: 208 / 208 / 16.6
muxes: 171 / 171 / 11.0
buffers and inverters: 154 / 308 / 4.60
adders and majority gates: 13 / 13 / 0.980
other: 1 / 38 / 0.0226
## per-layer routing
metal | global-route usage (%) | routed length [um] | part of all wire (%) | up-vias
met4 | 2.76 | 830 | 1.9 | 0
li1 | - | - | - | 5526
met5 | 0 | 0 | 0 | -
met1 | 24.7 | 20300 | 46 | 5792
met2 | 23.1 | 19200 | 44 | 352
met3 | 4.98 | 3460 | 7.9 | 56
## final timing paths
path | cells after the start | end | startpoint
hold reg to reg | 2 | FE[1] | FE[1]
setup / recovery | 10 | W_DATA[60] | MISO
hold / removal | 2 | FE[1] | FE[1]
setup reg to reg | 10 | W_DATA[60] | cnt_RES_DATA[1]
max in group asynchronous | 3 | address_sd[10] | rst_n
min in group asynchronous | 1 | W_DATA[10] | rst_n
## flip-flops by register name, indices dropped and copies added, names as in the netlist, 6 cells and up, named ones only
name and cells:
cnt_DATA 7, address_dram 13, AR_ADDR 13, out_data 8, cnt_CMD 6, data 64
CMD 48, c_state 16, FE 7, W_DATA 64, AW_ADDR 13, CRC_16_DFF 16
address_sd 16, cnt_RES_DATA 7
## worst max-delay path, cell delays in order
cell,delay (ns)
clkdlybuf4s50_1,0.70
nor2_1,0.21
a32o_1,0.18
nand4b_1,0.14
or4b_2,0.67
nor4_1,0.77
o21ai_4,0.30
buf_4,0.34
buf_4,0.35
mux2_2,0.36
## stage by stage
| stage | cells | instance area (um^2) | setup WS [ns] |
|---|---|---|---|
| after global placement | 2328 | 19200 | 6.46 |
| after floorplan | 1544 | 16700 | 7.92 |
| after global routing | 2394 | 20400 | 6.74 |
| final | 2394 | 20400 | 6.97 |
| after detailed placement | 2328 | 19200 | 6.41 |
| after CTS | 2394 | 20400 | 7.01 |
## cell type report
| type | instances | share of cell area (%) |
|---|---|---|
| Timing Repair Buffer | 225 | 10.8 |
| Multi-Input combinational cell | 1081 | 40.6 |
| Clock buffer | 53 | 5.18 |
| Clock inverter | 13 | 0.998 |
| Sequential cell | 309 | 37.9 |
| Tap cell | 696 | 4.26 |
| Inverter | 17 | 0.312 |
## Yosys cell counts (5+ instances only)
library cell | number | share of area, %
dfrtp_1 | 307 | 46
nand2_1 | 203 | 4.6
o21ai_0 | 113 | 3.4
xnor2_1 | 103 | 5.4
mux2_2 | 97 | 6.6
clkbuf_1 | 79 | 1.8
mux2i_1 | 74 | 4.5
nor2_1 | 73 | 1.7
nand3_1 | 50 | 1.5
buf_4 | 44 | 2.0
xnor3_1 | 43 | 5.8
xor2_1 | 37 | 2.0
a21oi_1 | 30 | 0.90
a31oi_1 | 26 | 0.98
a22o_1 | 19 | 1.0
inv_1 | 17 | 0.38
nor4_1 | 16 | 0.60
ha_1 | 13 | 0.98
xor3_1 | 12 | 1.7
a222oi_1 | 9 | 0.54
and2_1 | 9 | 0.34
o22ai_1 | 9 | 0.34
nor3_1 | 8 | 0.24
buf_1 | 7 | 0.16
nand2b_1 | 7 | 0.26
nand4_1 | 7 | 0.26
a22oi_1 | 6 | 0.27
nor2b_1 | 6 | 0.23
a21o_1 | 5 | 0.23
## cell usage in the layout, fill, tap and decap left out, types with 5 or more instances in the layout
master and count:
nor2_1 73, clkbuf_16 39, o21ai_0 113, xnor2_1 103, a21oi_1 30, a22oi_1 6, dfrtp_1 306, a21o_1 5
nand3_1 50, nand2_1 203, buf_4 19, nor3_1 8, nor4_1 16, xnor3_1 43, ha_1 13, conb_1 38
inv_1 17, a22o_1 19, xor2_1 37, nand4_1 7, a222oi_1 9, nor2b_1 5, and2_1 9, mux2i_1 74
nand2b_1 7, clkbuf_1 11, bufinv_16 5, a31oi_1 26, clkdlybuf4s50_1 205, o22ai_1 9, mux2_2 97, xor3_1 12
