### ./config.mk
export PLATFORM = sky130hd
export DESIGN_NAME = wptr_full
export DESIGN_NICKNAME = wptr_full
export VERILOG_FILES = /design/flow/design.v
export SDC_FILE = /design/flow/constraint.sdc
export NUM_CORES = 4
export LEC_CHECK = 1
export CORE_AREA = 10 10 78 78
export DIE_AREA = 0 0 88 88
### ./design.v
module FIFO_syn #(parameter WIDTH=32, parameter WORDS=64) (
    wclk,
    rclk,
    rst_n,
    winc,
    wdata,
    wfull,
    rinc,
    rdata,
    rempty,
    clk2_fifo_flag1,
    clk2_fifo_flag2,
    clk2_fifo_flag3,
    clk2_fifo_flag4,
    fifo_clk3_flag1,
    fifo_clk3_flag2,
    fifo_clk3_flag3,
    fifo_clk3_flag4
);
input wclk, rclk;
input rst_n;
input winc;
input [WIDTH-1:0] wdata;
output wfull;  
input rinc;
output reg [WIDTH-1:0] rdata;
output rempty;  
input clk2_fifo_flag1;
input clk2_fifo_flag2;
output clk2_fifo_flag3;
output clk2_fifo_flag4;
input fifo_clk3_flag1;
input fifo_clk3_flag2;
output fifo_clk3_flag3;
output fifo_clk3_flag4;
wire [WIDTH-1:0] rdata_q;
wire [$clog2(WORDS)-1:0] waddr, raddr;
wire [$clog2(WORDS):0] wptr_rclk, rptr_wclk;
wire [$clog2(WORDS):0] wbin, rbin;
wire [$clog2(WORDS):0] wptr;  
wire [$clog2(WORDS):0] rptr;  
always @(posedge rclk) begin
    if (rinc)
        rdata <= rdata_q;
end
DUAL_64X32X1BM1 u_dual_sram (
    .CKA(wclk),
    .CKB(rclk),
    .WEAN(!winc),
    .WEBN(1'b1),
    .CSA(1'b1),
    .CSB(1'b1),
    .OEA(1'b1),
    .OEB(1'b1),
    .A0(waddr[0]),
    .A1(waddr[1]),
    .A2(waddr[2]),
    .A3(waddr[3]),
    .A4(waddr[4]),
    .A5(waddr[5]),
    .B0(raddr[0]),
    .B1(raddr[1]),
    .B2(raddr[2]),
    .B3(raddr[3]),
    .B4(raddr[4]),
    .B5(raddr[5]),
    .DIA0(wdata[0]),
    .DIA1(wdata[1]),
    .DIA2(wdata[2]),
    .DIA3(wdata[3]),
    .DIA4(wdata[4]),
    .DIA5(wdata[5]),
    .DIA6(wdata[6]),
    .DIA7(wdata[7]),
    .DIA8(wdata[8]),
    .DIA9(wdata[9]),
    .DIA10(wdata[10]),
    .DIA11(wdata[11]),
    .DIA12(wdata[12]),
    .DIA13(wdata[13]),
    .DIA14(wdata[14]),
    .DIA15(wdata[15]),
    .DIA16(wdata[16]),
    .DIA17(wdata[17]),
    .DIA18(wdata[18]),
    .DIA19(wdata[19]),
    .DIA20(wdata[20]),
    .DIA21(wdata[21]),
    .DIA22(wdata[22]),
    .DIA23(wdata[23]),
    .DIA24(wdata[24]),
    .DIA25(wdata[25]),
    .DIA26(wdata[26]),
    .DIA27(wdata[27]),
    .DIA28(wdata[28]),
    .DIA29(wdata[29]),
    .DIA30(wdata[30]),
    .DIA31(wdata[31]),
    .DIB0(1'b0),
    .DIB1(1'b0),
    .DIB2(1'b0),
    .DIB3(1'b0),
    .DIB4(1'b0),
    .DIB5(1'b0),
    .DIB6(1'b0),
    .DIB7(1'b0),
    .DIB8(1'b0),
    .DIB9(1'b0),
    .DIB10(1'b0),
    .DIB11(1'b0),
    .DIB12(1'b0),
    .DIB13(1'b0),
    .DIB14(1'b0),
    .DIB15(1'b0),
    .DIB16(1'b0),
    .DIB17(1'b0),
    .DIB18(1'b0),
    .DIB19(1'b0),
    .DIB20(1'b0),
    .DIB21(1'b0),
    .DIB22(1'b0),
    .DIB23(1'b0),
    .DIB24(1'b0),
    .DIB25(1'b0),
    .DIB26(1'b0),
    .DIB27(1'b0),
    .DIB28(1'b0),
    .DIB29(1'b0),
    .DIB30(1'b0),
    .DIB31(1'b0),
    .DOB0(rdata_q[0]),
    .DOB1(rdata_q[1]),
    .DOB2(rdata_q[2]),
    .DOB3(rdata_q[3]),
    .DOB4(rdata_q[4]),
    .DOB5(rdata_q[5]),
    .DOB6(rdata_q[6]),
    .DOB7(rdata_q[7]),
    .DOB8(rdata_q[8]),
    .DOB9(rdata_q[9]),
    .DOB10(rdata_q[10]),
    .DOB11(rdata_q[11]),
    .DOB12(rdata_q[12]),
    .DOB13(rdata_q[13]),
    .DOB14(rdata_q[14]),
    .DOB15(rdata_q[15]),
    .DOB16(rdata_q[16]),
    .DOB17(rdata_q[17]),
    .DOB18(rdata_q[18]),
    .DOB19(rdata_q[19]),
    .DOB20(rdata_q[20]),
    .DOB21(rdata_q[21]),
    .DOB22(rdata_q[22]),
    .DOB23(rdata_q[23]),
    .DOB24(rdata_q[24]),
    .DOB25(rdata_q[25]),
    .DOB26(rdata_q[26]),
    .DOB27(rdata_q[27]),
    .DOB28(rdata_q[28]),
    .DOB29(rdata_q[29]),
    .DOB30(rdata_q[30]),
    .DOB31(rdata_q[31])
);
wptr_full w0 (
    .wfull(wfull),
    .waddr(waddr),
    .wptr(wptr),
    .wbin(wbin),
    .rptr_wclk(rptr_wclk),
    .winc(winc),
    .wclk(wclk),
    .rst_n(rst_n),
    .clk2_fifo_flag3(clk2_fifo_flag3)
);
rptr_full r0 (
    .rempty(rempty),
    .raddr(raddr),
    .rptr(rptr),
    .rbin(rbin),
    .wptr_rclk(wptr_rclk),
    .rinc(rinc),
    .rclk(rclk),
    .rst_n(rst_n)
);
NDFF_BUS_syn #($clog2(WORDS) + 1) w_to_r (.D(wptr), .Q(wptr_rclk), .clk(rclk), .rst_n(rst_n));
NDFF_BUS_syn #($clog2(WORDS) + 1) r_to_w (.D(rptr), .Q(rptr_wclk), .clk(wclk), .rst_n(rst_n));
endmodule
module wptr_full #(parameter ADDR_SIZE = 6) (
    wfull,
    waddr,
    wptr,
    wbin,
    rptr_wclk,
    winc,
    wclk,
    rst_n,
    clk2_fifo_flag3
);
output reg wfull;
output [ADDR_SIZE-1:0] waddr;
output reg [ADDR_SIZE:0] wptr;
output reg [ADDR_SIZE:0] wbin;
input [ADDR_SIZE:0] rptr_wclk;
input winc, wclk, rst_n, clk2_fifo_flag3;
wire [ADDR_SIZE:0] wptr_nxt, wbin_nxt;
assign wbin_nxt = !wfull && winc ? wbin + 1 : wbin;
assign wptr_nxt = (wbin_nxt >> 1) ^ wbin_nxt;
always @(posedge wclk or negedge rst_n) begin
    if(!rst_n) 
        wbin <= 0;
    else 
        wbin <= wbin_nxt;
end
always @(posedge wclk or negedge rst_n) begin
    if(!rst_n) 
        wptr <= 0;
    else 
        wptr <= wptr_nxt;
end
assign waddr = wbin[ADDR_SIZE-1:0];
always @(posedge wclk or negedge rst_n) begin
    if(!rst_n)
        wfull <= 0;
    else begin
        if(~wptr_nxt[ADDR_SIZE] == rptr_wclk[ADDR_SIZE] && (wptr_nxt[ADDR_SIZE] ^ wptr_nxt[ADDR_SIZE-1]) == (rptr_wclk[ADDR_SIZE] ^ rptr_wclk[ADDR_SIZE-1]) && wptr_nxt[ADDR_SIZE-2:0] == rptr_wclk[ADDR_SIZE-2:0])
            wfull <= 1;
        else
            wfull <= 0;
    end
end
endmodule
module rptr_full #(parameter ADDR_SIZE = 6) (
    rempty,
    raddr,
    rptr,
    rbin,
    wptr_rclk,
    rinc,
    rclk,
    rst_n
);
output reg rempty;
output [ADDR_SIZE-1:0] raddr;
output reg [ADDR_SIZE:0] rptr;
output reg [ADDR_SIZE:0] rbin;
input [ADDR_SIZE:0] wptr_rclk;
input rinc, rclk, rst_n;
wire [ADDR_SIZE:0] rptr_nxt, rbin_nxt;
assign rbin_nxt = rinc ? rbin + 1 : rbin;
assign rptr_nxt = (rbin_nxt >> 1) ^ rbin_nxt;
always @(posedge rclk or negedge rst_n) begin
    if(!rst_n) 
        rbin <= 0;
    else 
        rbin <= rbin_nxt;
end
always @(posedge rclk or negedge rst_n) begin
    if(!rst_n) 
        rptr <= 0;
    else 
        rptr <= rptr_nxt;
end
assign raddr = rbin[ADDR_SIZE-1:0];
always @(posedge rclk or negedge rst_n) begin
    if(!rst_n)
        rempty <= 1;
    else begin
        if(rptr_nxt == wptr_rclk)
            rempty <= 1;
        else 
            rempty <= 0;
    end
end
endmodule
### ./constraint.sdc
current_design wptr_full

set clk_period 2.1
set clk_io_pct 0.2

create_clock -name clk0 -period $clk_period [get_ports {wclk}]

set non_clock_inputs [all_inputs -no_clocks]
set_input_delay [expr $clk_period * $clk_io_pct] -clock clk0 $non_clock_inputs
set_output_delay [expr $clk_period * $clk_io_pct] -clock clk0 [all_outputs]
### ./run.sh
#!/bin/bash
# OpenROAD 26Q1-2900-gdf79404cd8, Yosys 0.63+post, stock flow scripts
make -C /OpenROAD-flow-scripts/flow DESIGN_CONFIG=/design/flow/config.mk WORK_HOME=/design/flow/orfs finish
==> metrics.yaml <==
cts:
  worstSkewPairLatency_ns: 0.24
  clock_tree.buffer_depth: 2
  cts_tree: "done"
  cts_hold_buf: 0
  cts_sinks: 14
  cts_root_buf: "clkbuf_8"
  clkSlewWorstSetupHoldPaths_ns: 0.05
  cts_buffers: 3
  h-tree-depth: 1
placed_design:
  place_congestion: 0.835
  place.port_buffers: 30
  pre_cts_slack_ns: -0.396
  dp_hpwl_mm: 1.58
routing:
  drt-pass1-iter-count: 3
  viasPerCell: 3.73
  drc: 0
  antenna_left: 0
  vias: 615
  drt-total-wl_mm: 1.97
  n_antenna_cell: 0
  wl_per_cell_um: 11.9
  drtIter0Drc: 33
layout:
  final_core_util_pct: 28.7
  regArea_um2: 350
  synthToLayoutAreaGrowth_pct: 55.6
  comb_area_um2: 395
  drive_gt1_share_pct: 20.4
  n_fill_cell: 446
floorplan:
  fp_util_pct: 18.5
  coreArea_um2: 4410
  die_w_um: 88
  die_h_um: 88
  die_area_um2: 7740
  rows: 24
  pin_count: 32
critical_path:
  worst_ep_arrival_time_ns: 2.21
  crit_slowest_cell: "or4_1"
  cp-start-kind: "flip-flop"
  path_delay_family: "simple AND/OR/NAND/NOR gates"
  cp_cell_sequence: "ha_4 -> xor2_1 -> mux2i_1 -> xnor2_1 -> xor2_1 -> or4_1 -> a211oi_2"
  required_ns: 2.26
  cp_num_buf_inv: 0
  cpPeakStageDelay_ns: 0.52
  cp_max_fo: 2
  path_class: "flip-flop to flip-flop"
  worst_path_most_repeated_cell: "xor2_1"
  end_kind: "flip-flop"
synthesis:
  syn-cell-area_um2: 815
  seq_area_frac_synth_pct: 43.0
  async_flop_share_pct: 100
  synth.avg_cell_area_um2: 10.7
  most_common_cell: "dfrtp_1"
  flop_cell: "dfrtp_1"
  yosysTopAreaCellShare_pct: 43.0
  synthCells: 76
  area_leaders: "dfrtp_1 (43%), xnor2_1 (12%), xor2_1 (7.5%)"
  ys.warnings.count: 1
  ys_chip_area_um2: 815
  edf_count: 0
  synth.distinct_cells: 26
  ys_cells: 76
  top_cells_by_count: "dfrtp_1 (14), xnor2_1 (11), nor2_1 (9)"
  ys_ff: 14
  yosysTopAreaCell: "dfrtp_1"
power_and_ir_drop:
  clkPwrFrac_pct: 11.4
  p_sw_share_pct: 31.8
  intPower_mw: 1.28
  power.leakage_nw: 0.531
  seqPwrFrac_pct: 25.8
  power.density_nw_per_um2: 1480
  worst_ir_drop_vdd_mv: 0.691
  p_comb_share_pct: 62.9
  switching_power_mw: 0.597
run:
  tool_warnings: 28
  maxCapViolations: 0
grt:
  grt_util_met3_pct: 3.09
  grt.total_usage_pct: 5.36
  grt_use_met2_pct: 8.07
  grt_max_degree: 15
  antenna_found_initial: 0
  grt_overflow_total: 0
  grt_pass1_vias: 711
  grt_use_met1_pct: 6.87
  grt_pass1_wl_mm: 3.35
  top_usage_layer: "met2"
timing:
  max_slew_margin_pct: 57.3
  finalClockSkew_ns: 0.00199
  period_used_pct: 97.5
  whs_ns: 0.576
  fmax_mhz: 488
  setup_viol: 0
  worst_pin_slew_ns: 0.638
  setup_ws_ns: 0.0529
  fin_crit_ns: 2.05
  rsz0062_at_grt: "yes"
  drv_slew: 0
  hold_viol_final: 0
status:
  status: "finished clean"
min_path:
  min_path_type: "primary input to asynchronous set/reset pin"
[sequential cells by signal, summed over array words and instances (netlist names)]
| name | count |
|---|---|
| wbin | 6 |
| wfull | 1 |
| wptr | 7 |
[worst register-to-register path, cell delays in order (launching register included)]
cell,delay (ns)
dfrtp_1,0.40
ha_4,0.28
xor2_1,0.15
mux2i_1,0.11
xnor2_1,0.26
xor2_1,0.10
or4_1,0.52
a211oi_2,0.15
[through the flow]
stage / cell area (um2) / std cells / TNS, ns / power [mW]
after global placement: 1200 / 161 / -0.363 / 1.61
after global routing: 1270 / 165 / -0.0463 / 2.05
after detailed placement: 1200 / 161 / -0.396 / 1.61
final: 1270 / 165 / 0 / 1.88
after CTS: 1250 / 164 / -0.0237 / 1.85
after floorplan: 815 / 76 / 0 / 1.06
[what timing repair did]
item / CTS / global route
endpoints found under the setup margin: 1 / 1
pin swaps: 5 / 2
buffers inserted: 0 / 1
endpoints found under the hold margin: 0 / 0
resized: 2 / 2
[final timing paths]
path	from	to	slack [ns]	cells after the start
min reg2reg	wbin[3]	wbin[3]	0.62	1
max reg2reg	wbin[1]	wfull	0.05	7
min	rst_n	wptr[0]	0.58	1
max	wbin[1]	wfull	0.05	7
max in group asynchronous	rst_n	wptr[5]	1.12	1
min in group clk0	wbin[3]	wbin[3]	0.62	1
[metal layers]
metal | wire length, um | up-vias
met5 | 0 | -
met4 | 6 | 0
met3 | 305 | 2
met2 | 765 | 26
met1 | 889 | 273
li1 | - | 314
[power by group through the flow]
| stage | combinational [mW] | clock [mW] | sequential [mW] |
|---|---|---|---|
| 4_1_cts | 1.15 | 0.220 | 0.479 |
| 5_1_grt | 1.31 | 0.237 | 0.502 |
| 6_report | 1.18 | 0.213 | 0.484 |
[placed cells by master (no fill, tap or decap)]
| cell | count |
|---|---|
| nand4b_1 | 1 |
| dfrtp_1 | 14 |
| buf_4 | 14 |
| nand3b_1 | 2 |
| xnor2_1 | 11 |
| o22ai_1 | 1 |
| nand3_1 | 2 |
| xor2_1 | 7 |
| o21ai_0 | 3 |
| xor2_2 | 1 |
| nor2_2 | 1 |
| nor2b_4 | 1 |
| and4b_1 | 1 |
| ha_4 | 1 |
| inv_1 | 3 |
| a211oi_2 | 1 |
| clkdlybuf4s50_1 | 29 |
| o211ai_1 | 1 |
| nor2_1 | 8 |
| clkbuf_8 | 3 |
| xor3_2 | 1 |
| dlygate4sd2_1 | 1 |
| nand2_1 | 2 |
| mux2i_1 | 1 |
| nand4_1 | 1 |
| or4_1 | 1 |
| a21oi_1 | 1 |
[final cells by class]
class / instances / area share [%]
multi-input cells: 49 / 31.2
repair buffers: 44 / 31.9
inverters: 3 / 0.888
well taps: 52 / 5.13
flip-flops and latches: 14 / 27.6
clock buffers: 3 / 3.26
[kinds of logic after synthesis]
group	Yosys count	share of synthesized area [%]
XOR/XNOR	20	24.4
AND/OR/NAND/NOR	20	13.8
flip-flops	14	43.0
buffers and inverters	13	10.3
AND-OR/OR-AND	7	5.68
multiplexers	1	1.23
adder cells (fa/ha/maj)	1	1.54
Power and IR drop assume default switching activity.
