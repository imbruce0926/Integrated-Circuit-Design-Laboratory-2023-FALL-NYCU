--- run.sh ---
#!/bin/bash
# OpenROAD 26Q1-2900-gdf79404cd8, Yosys 0.63+post, stock flow scripts
make -C /OpenROAD-flow-scripts/flow DESIGN_CONFIG=/design/flow/config.mk WORK_HOME=/design/flow/orfs finish
--- design.v ---
module CLK_1_MODULE (
    clk,
    rst_n,
    in_valid,
    seed_in,
    out_idle,
    out_valid,
    seed_out,
    clk1_handshake_flag1,
    clk1_handshake_flag2,
    clk1_handshake_flag3,
    clk1_handshake_flag4
);
input clk;
input rst_n;
input in_valid;
input [31:0] seed_in;
input out_idle;
output reg out_valid;
output reg [31:0] seed_out;
input clk1_handshake_flag1;
input clk1_handshake_flag2;
output clk1_handshake_flag3;
output clk1_handshake_flag4;
always @(posedge clk or negedge rst_n) begin
    if(!rst_n)
        seed_out <= 0;
    else 
        seed_out <= (in_valid) ? seed_in : seed_out ;
end
always @(posedge clk or negedge rst_n) begin
    if(!rst_n)
        out_valid <= 0;
    else 
        out_valid <= in_valid ? 1 : 0 ;
end
endmodule
module CLK_2_MODULE (
    clk,
    rst_n,
    in_valid,
    fifo_full,
    seed,
    out_valid,
    rand_num,
    busy,
    handshake_clk2_flag1,
    handshake_clk2_flag2,
    handshake_clk2_flag3,
    handshake_clk2_flag4,
    clk2_fifo_flag1,
    clk2_fifo_flag2,
    clk2_fifo_flag3,
    clk2_fifo_flag4
);
input clk;
input rst_n;
input in_valid;
input fifo_full;
input [31:0] seed;
output out_valid;
output [31:0] rand_num;
output busy;
input handshake_clk2_flag1;
input handshake_clk2_flag2;
output handshake_clk2_flag3;
output handshake_clk2_flag4;
input clk2_fifo_flag1;
input clk2_fifo_flag2;  
output reg clk2_fifo_flag3;  
output clk2_fifo_flag4;
reg flag;
reg [31:0] seed_reg, seed_temp;
reg in_valid_d1, in_valid_d2, in_valid_d3;
reg [31:0] X1, X2, X3, X4;
reg [1:0] c_state, n_state;
parameter IDLE = 0;
parameter STALL = 1;
parameter OUTPUT = 2;
assign rand_num = X4;
reg [7:0] cnt_256;
NDFF_BUS_syn #(32) U0 (.D(seed), .Q(seed_temp), .clk(clk), .rst_n(rst_n));
always @(posedge clk or negedge rst_n) begin
    if(!rst_n)
        cnt_256 <= 0;
    else 
        cnt_256 <= c_state == OUTPUT ? cnt_256 + 1 : cnt_256 ;
end
always @(posedge clk or negedge rst_n) begin
    if(!rst_n)
        c_state <= IDLE;
    else 
        c_state <= n_state;
end
always @(*) begin
    n_state = c_state;
    case(c_state)
        IDLE: n_state = (in_valid_d3) ? OUTPUT : c_state ;
        STALL: n_state = (fifo_full) ? c_state : OUTPUT ;
        OUTPUT: n_state = (cnt_256 == 255) ? IDLE : STALL ;
    endcase
end
assign out_valid = (c_state == OUTPUT) && !fifo_full;  
always @(posedge clk or negedge rst_n) begin
    if(!rst_n)
        seed_reg <= 0;
    else 
        seed_reg <= (in_valid_d3) ? seed_temp : (c_state == OUTPUT) ? X4 : seed_reg;
end
always @(posedge clk or negedge rst_n) begin
    if(!rst_n) begin
        in_valid_d1 <= 0;
        in_valid_d2 <= 0;
        in_valid_d3 <= 0;
    end
    else begin
        in_valid_d1 <= in_valid;
        in_valid_d2 <= in_valid_d1;
        in_valid_d3 <= in_valid_d2;
    end
end
assign busy = in_valid & ~in_valid_d1;
always @(*) begin
    X1 = seed_reg;
    X2 = X1 ^ (X1 << 13);
    X3 = X2 ^ (X2 >> 17);
    X4 = X3 ^ (X3 << 5);
end
endmodule
module CLK_3_MODULE (
    clk,
    rst_n,
    fifo_empty,
    fifo_rdata,
    fifo_rinc,
    out_valid,
    rand_num,
    fifo_clk3_flag1,
    fifo_clk3_flag2,
    fifo_clk3_flag3,
    fifo_clk3_flag4
);
input clk;
input rst_n;
input fifo_empty;
input [31:0] fifo_rdata;
output fifo_rinc;
output reg out_valid;
output reg [31:0] rand_num;
input fifo_clk3_flag1;
input fifo_clk3_flag2;
output fifo_clk3_flag3;
output fifo_clk3_flag4;
parameter NOT_EMPT = 0;
parameter READ = 1;
parameter OUTPUT = 2;
reg [1:0] c_state, n_state;
assign fifo_rinc = c_state == READ && !fifo_empty;  
reg fifo_empty_d1, fifo_empty_d2;
always @(posedge clk or negedge rst_n) begin
    if(!rst_n) 
        c_state <= 0;
    else 
        c_state <= n_state;
end
always @(*) begin
    n_state = c_state;
    case(c_state)
        NOT_EMPT: 
            n_state = (fifo_empty) ? c_state : READ ;
        READ: 
            n_state = OUTPUT;
        OUTPUT: 
            n_state = (fifo_empty) ? NOT_EMPT : READ ;
    endcase
end
always @(posedge clk or negedge rst_n) begin
    if(!rst_n) 
        out_valid <= 0;
    else 
        out_valid <= (c_state == OUTPUT) ? 1 : 0 ;
end
always @(posedge clk or negedge rst_n) begin
    if(!rst_n) 
        rand_num <= 0;
    else 
        rand_num <= (c_state == OUTPUT) ? fifo_rdata : 0 ;
end
endmodule
--- constraint.sdc ---
current_design CLK_3_MODULE

set clk_period 1.8
set clk_io_pct 0.2

create_clock -name clk0 -period $clk_period [get_ports {clk}]

set non_clock_inputs [all_inputs -no_clocks]
set_input_delay [expr $clk_period * $clk_io_pct] -clock clk0 $non_clock_inputs
set_output_delay [expr $clk_period * $clk_io_pct] -clock clk0 [all_outputs]
--- config.mk ---
export PLATFORM = sky130hd
export DESIGN_NAME = CLK_3_MODULE
export DESIGN_NICKNAME = CLK_3_MODULE
export VERILOG_FILES = /design/flow/design.v
export SDC_FILE = /design/flow/constraint.sdc
export NUM_CORES = 4
export LEC_CHECK = 1
export CORE_UTILIZATION = 30
==> out/qor.rpt <==
WORST SETUP PATH
------------------------------------------------------------------------------------------
Endpoint of the lowest-slack register-to-register path ...................... c_state[1]$_DFFE_PN0P_
CP endpoint kind ............................................................     register
Critical register-to-register path startpoint ............................... c_state[1]$_DFFE_PN0P_
Crit-path cells ............................................................. inv_2 -> buf_4 -> buf_4 -> ha_1 -> nor2_2 -> a21o_1 -> mux2_4
Number of cells on the worst reg-to-reg path ................................            7
Worst Path Arrival ..........................................................      1.89 ns
Critical path fanouts, max ..................................................            4
Slowest stage cell on the critical path .....................................      dfrtp_1
Data required time at the worst endpoint ....................................      1.96 ns
Most frequent cell on the critical path .....................................        buf_4
Crit path launch type .......................................................     register
Critical Path Max Stage Delay ...............................................      0.41 ns
Critical setup path kind .................................................... register to register
Register-to-register setup slack ............................................      0.07 ns

CLOCKING
------------------------------------------------------------------------------------------
Insertion delay at the late pin of the worst-skew pair ......................      0.27 ns
Number of buffers on the longest clock path .................................            2
CTS Hold Bufs ...............................................................            0
Clock tree from TritonCTS ...................................................        built
Clock sinks .................................................................           35
H-tree depth ................................................................            2
Cts bufs inserted ...........................................................            5
Clock edge transition at the registers on the reported setup and hold paths .      0.07 ns
Clock tree root driver cell .................................................     clkbuf_8

POWER AND IR DROP
------------------------------------------------------------------------------------------
Worst vdd ir ................................................................     0.540 mV
Leakage power ...............................................................     0.980 nW
Power per standard cell area ................................................ 1170 nW/um^2

SYNTH
------------------------------------------------------------------------------------------
Biggest area contributors in the synthesized netlist ........................ dfrtp_1 (71%), and2_1 (16%), ha_1 (5.1%), buf_4 (1.2%), mux2_4 (1.2%)
Count of yosys warnings during synthesis ....................................            3
Synthesized flop and latch total ............................................           35
Yosys cell count ............................................................           88
Top-count cell post-synth ...................................................      dfrtp_1
Fraction of synthesized cell area taken by the top area cell type ...........        71.1%
Dominant synthesized flop cell ..............................................      dfrtp_1
Chip area in the Yosys report ...............................................    1230 um^2
Top post-synthesis cells by count ........................................... dfrtp_1 (35), and2_1 (32), ha_1 (5), clkbuf_1 (3), inv_1 (3)
Share of synthesized area occupied by flip-flops and latches ................        71.1%
Number of flops mapped to enable cells by yosys .............................            0
Post-synthesis instance area ................................................    1230 um^2
Proportion of register bits with asynchronous set or reset after synthesis ..         100%
Synth cell types ............................................................           14
Post-Syn Instances ..........................................................           88
Per-instance average area after synthesis ...................................    14.0 um^2
Most area-hungry cell type in the Yosys netlist .............................      dfrtp_1

PLACE
------------------------------------------------------------------------------------------
Area of placed instances ....................................................    1970 um^2
Count of port buffers added during placement ................................           68
Worst setup slack after placement ...........................................    0.0606 ns
Estimated wirelength of the detail-placed design ............................      1800 um
RePlAce Congestion ..........................................................        0.682

FINAL TIMING
------------------------------------------------------------------------------------------
Setup repair after global routing missed its margin .........................           no
Final worst slack ...........................................................    0.0704 ns
Crit path time final ........................................................      1.73 ns
Clock tree skew after final layout ..........................................   0.00329 ns
Number of pins with negative max-slew slack in the final report .............            0
Final Setup Violations ......................................................            0
Hold violation total from the final report ..................................            0
WHS .........................................................................     0.490 ns
Final total negative setup slack ............................................         0 ns
Final critical-path share of the clock period ...............................        96.1%
Highest achievable clock rate ...............................................    0.578 GHz

FLOORPLAN
------------------------------------------------------------------------------------------
Chip Width ..................................................................      66.1 um
Count of standard-cell rows .................................................           22
Total die area ..............................................................    4360 um^2
Core Box Area ...............................................................    3800 um^2
Top-Level Pins ..............................................................           73
FP Util .....................................................................        32.4%
Height of the die ...........................................................      66.1 um

GLOBAL ROUTING
------------------------------------------------------------------------------------------
First-pass GRT wire length ..................................................      3860 um
Initial antenna violation count .............................................            0
Pin count of the biggest net entering global routing ........................           36
Fraction of met3 tracks used by global routing ..............................        3.50%
Peak-usage layer in the global routing report ...............................         met2
Vias in the first global route ..............................................          833
GR Util met1 ................................................................        16.0%
Final global-route overflow total ...........................................            0
Global routing usage summed across all routing layers .......................        12.2%
Global-route met2 utilization ...............................................        20.8%

FINAL LAYOUT
------------------------------------------------------------------------------------------
Sequential cell area ........................................................     876 um^2
Logic area ..................................................................     337 um^2
# fillers ...................................................................          328
Area added between synthesis and finish .....................................        70.6%
Post-layout instance area ...................................................    2100 um^2
Share of layout cells above drive strength 1 ................................        9.70%

ROUTE
------------------------------------------------------------------------------------------
Vias per inst ...............................................................         3.98
Number of inserted diodes ...................................................            0
Total Routed Length .........................................................      2420 um
Routed wirelength normalized by instance count ..............................      11.4 um
Count of vias placed by the detailed router .................................          848
Initial DRT Pass Iterations .................................................            3
Drc violations ..............................................................            0
Number of antenna-violating nets in the routed design .......................            0
Violation tally from detailed-route iteration zero ..........................           53

WORST HOLD PATH
------------------------------------------------------------------------------------------
Min-delay worst type ........................................................ input port to async pin

JOB
------------------------------------------------------------------------------------------
Number of maximum-capacitance constraint violations .........................            0
Number of warnings in the stage logs ........................................           31

RUN STATUS
------------------------------------------------------------------------------------------
Run status .................................................................. complete, no violations

## sequential cells by signal (all words and copies together) (netlist names)
signal     cells
rand_num      32
out_valid      1
c_state        2
## cells in the final DEF, fill, tap and decap left out, types with 2 or more instances in the layout
| cell | count |
|---|---|
| conb_1 | 2 |
| dfrtp_1 | 35 |
| buf_4 | 5 |
| and2_1 | 32 |
| clkdlybuf4s50_1 | 67 |
| clkbuf_8 | 7 |
| ha_1 | 4 |
| inv_1 | 2 |
## metal layers
| layer | up-vias | routed length, um |
|---|---|---|
| li1 | 412 | - |
| met1 | 388 | 1050 |
| met2 | 43 | 1130 |
| met3 | 5 | 191 |
| met4 | 0 | 56 |
| met5 | - | 0 |
## through the flow
step           instances  power [mW]  util [%]
6_report             213        2.46      55.3
5_1_grt              213        2.64      55.3
4_1_cts              213        2.49      55.2
3_5_place_dp         203        1.84      51.9
3_3_place_gp         203        1.80      51.9
2_1_floorplan         89        1.32         -
## cell type report
cell class                 count  share of cell area (%)
inverter                       3                   0.536
multi-input combinational     46                    16.0
timing repair buffer          73                    34.1
tap                           48                    2.86
sequential                    35                    41.7
clock buffer                   8                    4.76
## how the worst max path moves through the flow
stage | startpoint | slack (ns) | depth (start not counted) | to
after CTS | c_state[1]$_DFFE_PN0P_ | 0.07 | 7 | c_state[1]$_DFFE_PN0P_
after global routing | c_state[1]$_DFFE_PN0P_ | 0.02 | 7 | c_state[1]$_DFFE_PN0P_
final | c_state[1]$_DFFE_PN0P_ | 0.07 | 7 | c_state[1]$_DFFE_PN0P_
## power by group
group | internal (mW) | total (mW) | switching [mW]
Clock | 0.349 | 0.597 | 0.249
Combinational | 0.569 | 0.830 | 0.261
Sequential | 0.965 | 1.03 | 0.0686
## logic make-up after synthesis
logic type | count (synthesis) | synth area share (%)
AND-OR/OR-AND | 4 | 2.13
adder cells (fa/ha/maj) | 5 | 5.08
buffers and inverters | 8 | 3.05
flip-flops | 35 | 71.1
multiplexers | 1 | 1.22
other | 1 | 0.305
AND/OR/NAND/NOR | 34 | 17.1
## worst max-delay path, delay by kind of cell (launching register included)
family	cells	cell delay, ns
and+or+nand+nor	1	0.15
DFF	1	0.41
buffers and inverters	3	0.33
adders and majority gates	1	0.28
AOI/OAI and AO/OA	1	0.14
muxes	1	0.30
## timing repair
item                       4_1_cts  5_1_grt
setup endpoints to repair        1        1
buffers inserted                 2        0
gates resized                    4        1
pin swaps                        0        0
Power and IR drop assume default switching activity.
